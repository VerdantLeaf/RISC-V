**/design/flow/design.v**
```verilog
`timescale 1ns / 1ps
module regfile #(
    WORD_SIZE = 32,
    NUM_REGS = 32,
    REG_SEL = 5
    )(
    input rst,
    input clk,
    input [REG_SEL - 1:0] rs1,
    output [WORD_SIZE - 1:0] rs1Data,
    input [REG_SEL - 1:0] rs2,
    output [WORD_SIZE - 1:0] rs2Data,
    input wCtrl,
    input [REG_SEL - 1:0] wSel,
    input  wire [WORD_SIZE - 1:0] wData
    );
    wire [WORD_SIZE - 1:0] regOutput [0: NUM_REGS - 1];
    wire [NUM_REGS - 1:0] wEnable;
    genvar i;
    generate
        for (i = 0; i < NUM_REGS; i= i + 1) begin : gen_wEnable
            assign wEnable[i] = (wCtrl && (wSel == i) && (i != 0));
        end
    endgenerate
    generate
        for (i = 0; i < NUM_REGS; i = i + 1) begin : gen_registers
            register32 reg_i (
                .clk(clk),
                .rst(rst),
                .en(wEnable[i]),
                .d(wData),
                .q(regOutput[i])
            );
        end
    endgenerate
    assign rs1Data = (rs1 == {REG_SEL{1'b0}}) ? {WORD_SIZE{1'b0}} : regOutput[rs1];
    assign rs2Data = (rs2 == {REG_SEL{1'b0}}) ? {WORD_SIZE{1'b0}} : regOutput[rs2];
endmodule
`timescale 1ns / 1ps
module register32(
    input clk,
    input rst,
    input en,
    input [31:0] d,
    output reg [31:0] q
    );
    always @(posedge clk or posedge rst)
        if (rst) q <= 32'b0;
        else if (en) q <= d;
endmodule
```
**/design/flow/run.sh**
```bash
#!/bin/bash
# OpenROAD 26Q1-2900-gdf79404cd8, Yosys 0.63+post, stock flow scripts
make -C /OpenROAD-flow-scripts/flow DESIGN_CONFIG=/design/flow/config.mk WORK_HOME=/design/flow/orfs finish
```
**/design/flow/config.mk**
```make
export PLATFORM = sky130hd
export DESIGN_NAME = regfile
export DESIGN_NICKNAME = regfile
export VERILOG_FILES = /design/flow/design.v
export SDC_FILE = /design/flow/constraint.sdc
export NUM_CORES = 4
export LEC_CHECK = 1
export CORE_UTILIZATION = 50
```
**/design/flow/constraint.sdc**
```tcl
current_design regfile

set clk_period 11.1
set clk_io_pct 0.2

create_clock -name clk0 -period $clk_period [get_ports {clk}]

set non_clock_inputs [all_inputs -no_clocks]
set_input_delay [expr $clk_period * $clk_io_pct] -clock clk0 $non_clock_inputs
set_output_delay [expr $clk_period * $clk_io_pct] -clock clk0 [all_outputs]
```
==> impl_metrics.tcl <==
# metrics dict for downstream scripts
set metrics [dict create \
    cp_slowest_cell "clkdlybuf4s50_1" \
    coreArea_um2 103000 \
    drv_cap 0 \
    cts_root_buffer "clkbuf_16" \
    worst_pin_slew_ps 1250 \
    fin_cells 6233 \
    viasPerCell 7.96 \
    tool_warnings 40 \
    worst_ep_arrival_time_ps 6750 \
    critical_path_class "in -> out" \
    rows 118 \
    violations "antenna violations" \
    powerDensity_nw_per_um2 180 \
    fillers 8707 \
    dp.cells 5964 \
    crit_top_cell "buf_4" \
    reg_top3 "gen_registers.reg_i.q (992)" \
    drive_gt1_share_pct 33.0 \
    layout_top_cell "mux2_2" \
    wl_per_cell_um 46.9 \
    synth_flops 992 \
    dr.first_iter.drc_count 6822 \
    grt_pass1_wl_mm 397 \
    fin_crit_ps 8970 \
    setup_violations 0 \
    flop_cell "dfrtp_1" \
    gp_congestion 1.08 \
    cts_made_buffers 110 \
    postCtsSetupRepairBufs 0 \
    ys_area_um2 52200 \
    flop_area_um2 24800 \
    maxSlewHeadroom_pct 16.6 \
    io_buffers 113 \
    cp-end-kind "primary output" \
    vias 49600 \
    rsz0062_at_grt "no" \
    area_delta_synth_final_pct 13.8 \
    hold_class "reg -> reg" \
    top_register "gen_registers.reg_i.q" \
    syn_area_per_cell_um2 11.0 \
    leakagePower_nw 25.3 \
    cp_cell_sequence "buf_4 > buf_4 > and2_4 > buf_4 > and2_1 > buf_4 > a22oi_1 > and4_1 > a31oi_1 > clkdlybuf4s50_1" \
    synth_cell_types 75 \
    cts.sinks 992 \
    die_x_um 325 \
    dp_hpwl_mm 179 \
    path_buffers 5 \
    outcome "finished, violations left" \
    path_clk_slew_ps 60 \
    fp_util_pct 50.4 \
    skew_ps 0 \
    clock.latency.late_pin_ps 720 \
    dpl-instance-area_um2 55300 \
    largest_reg_flops 992 \
    layout.cells.most_common_list "999 x mux2_2, 992 x dfrtp_1, 696 x nand3_1, 328 x a22oi_1, 265 x buf_4" \
    tns_ps 0 \
    syn-cell-area_um2 52200 \
    ios 114 \
    cts_tree "built" \
    dr.pass1.iters 9 \
    htreeDepth 3 \
    grt_max_degree 116 \
    finalClockPeriodUsage_pct 80.8 \
    ys_seq_share_pct 47.6 \
    ys_async_sr_fraction_pct 100 \
    fmax_mhz 111 \
    cpPeakStageDelay_ps 580 \
    crit_fanout 29 \
    grt_pass1_vias 47200 \
    ys_cells 4722 \
    edf_count 0 \
    cts_hold_buf 0 \
    timing.critical_path.required_ps 8880 \
    drcViolationCount 0 \
    drv_slew 0 \
    postRouteAntennaNets 1 \
    fin_area_um2 59400 \
    grt_remaining_overflow 0 \
    peakVddDrop_uv 180 \
    antenna_found_initial 36 \
    wl_mm 293 \
    grt_usage_pct 57.6 \
    synthCells 4722 \
    startpoint_type "primary input" \
    die_area_um2 106000 \
    dieHeight_um 325 \
    clockBufferDepth 3 \
    final-comb-area_um2 25500 \
    ys_warn_count 2 \
    path_delay_family "buffers and inverters" \
    hold_viol_final 0 \
    post_cts_resized 0 \
]
-- kinds of logic after synthesis --
group	after synthesis	synth area share, %
flip-flops	992	47.6
buffers and inverters	546	4.45
AND-OR/OR-AND	734	10.7
AND/OR/NAND/NOR	1442	15.6
multiplexers	1008	21.7
-- area by class of cell --
cell class | instances | share of cell area [%]
Tap cell | 1380 | 2.91
Timing Repair Buffer | 379 | 5.28
Multi-Input combinational cell | 3184 | 42.9
Clock inverter | 56 | 1.30
Inverter | 29 | 0.190
Clock buffer | 146 | 5.34
Antenna cell | 67 | 0.282
Sequential cell | 992 | 41.8
-- layer usage --
metal,GRT usage (%),vias up,share of wire (%)
met5,5.89,-,0.25
li1,-,18200,-
met1,71.6,24800,34
met2,71.8,4856,39
met3,39.3,1824,17
met4,38.7,38,9.4
-- path summary, 6_finish.rpt --
check,from,slack (ps),cells after the start,endpoint
hold reg to reg,gen_registers[7].reg_i.q[28],520,1,gen_registers[7].reg_i.q[28]
max in group asynchronous,rst,6560,5,gen_registers[25].reg_i.q[25]
hold / removal,gen_registers[7].reg_i.q[28],520,1,gen_registers[7].reg_i.q[28]
setup / recovery,rs1[4],2130,10,rs1Data[29]
setup reg to reg,gen_registers[22].reg_i.q[25],10150,1,gen_registers[22].reg_i.q[25]
min in group asynchronous,rst,1980,2,gen_registers[31].reg_i.q[8]
-- Yosys cell counts (9+ instances only) --
master | instances | area [µm²]
a32oi_1 | 12 | 105
clkbuf_1 | 255 | 957
nor3b_1 | 9 | 67.6
o21ai_0 | 15 | 75.1
buf_1 | 78 | 293
inv_1 | 27 | 101
buf_2 | 172 | 861
nand4_1 | 188 | 1180
a221o_1 | 12 | 120
and2_1 | 28 | 175
buf_4 | 9 | 67.6
o31a_1 | 14 | 123
mux2i_1 | 9 | 90.1
a222oi_1 | 32 | 320
mux2_2 | 999 | 11200
a2111oi_0 | 41 | 359
a22oi_1 | 328 | 2460
nand2_1 | 80 | 300
a221oi_1 | 11 | 96.3
dfrtp_1 | 992 | 24800
o2111ai_1 | 19 | 166
a22o_1 | 51 | 447
a31oi_1 | 62 | 388
nand3_1 | 700 | 3500
nand2b_1 | 9 | 56.3
nor4_1 | 46 | 288
and4_1 | 53 | 464
nor2_1 | 42 | 158
nor3_1 | 30 | 150
nor2b_1 | 12 | 75.1
nand3b_1 | 9 | 67.6
and3_1 | 169 | 1060
a21oi_1 | 86 | 430
-- power by group --
part / switching, mW / leakage (nW) / internal [mW] / total, mW
logic: 0.831 / 10.7 / 0.784 / 1.62
registers: 0.731 / 12.7 / 4.32 / 5.05
clock network: 1.62 / 1.93 / 2.40 / 4.01
total: 3.18 / 25.3 / 7.50 / 10.7
-- stage by stage --
step	util [%]	hold slack (ps)	setup slack (ps)	total power, mW
finish	57.4	523	2130	10.7
global route	57.2	535	2270	10.9
CTS	57.2	521	2450	10.6
detailed placement	53.4	507	2470	6.61
global placement	53.4	499	2520	6.59
floorplan	-	485	-4790	5.78
Power figures rest on the tool's default switching activity, not on a simulated workload.
