<file path="./run.sh">
#!/bin/bash
# OpenROAD 26Q1-2900-gdf79404cd8, Yosys 0.63+post, stock flow scripts
make -C /OpenROAD-flow-scripts/flow DESIGN_CONFIG=/design/flow/config.mk WORK_HOME=/design/flow/orfs finish
</file>
<file path="./config.mk">
export PLATFORM = sky130hd
export DESIGN_NAME = ex_stage
export DESIGN_NICKNAME = ex_stage
export VERILOG_FILES = /design/flow/design.v
export SDC_FILE = /design/flow/constraint.sdc
export NUM_CORES = 4
export LEC_CHECK = 1
export CORE_UTILIZATION = 40
</file>
<file path="./constraint.sdc">
current_design ex_stage

set clk_period 31.8
set clk_io_pct 0.2

create_clock -name clk0 -period $clk_period

set non_clock_inputs [all_inputs -no_clocks]
set_input_delay [expr $clk_period * $clk_io_pct] -clock clk0 $non_clock_inputs
set_output_delay [expr $clk_period * $clk_io_pct] -clock clk0 [all_outputs]
</file>
<file path="./design.v">
`timescale 1ns / 1ps
module alu #(
    WORD_SIZE = 32
    )(
    input [3:0] alu_op,
    input [WORD_SIZE - 1 : 0] A,  
    input [WORD_SIZE - 1 : 0] B,  
    output reg [WORD_SIZE - 1 : 0] result,
    output zero
    );
    wire signed [WORD_SIZE - 1 : 0] signed_A = $signed(A);  
    wire signed [WORD_SIZE - 1 : 0] signed_B = $signed(B);
    always @(*) begin
        case (alu_op)
            4'b0000:    result = A + B;  
            4'b1000:    result = A - B;
            4'b0001:    result = A << B;
            4'b0010:    result = (signed_A < signed_B) ? {{(WORD_SIZE - 1){1'b0}}, 1'b1} : {WORD_SIZE{1'b0}};
            4'b0011:   result = (A < B) ? {{(WORD_SIZE - 1){1'b0}}, 1'b1} : {WORD_SIZE{1'b0}};
            4'b0100:    result = A ^ B;
            4'b0101:    result = A >> B;             
            4'b1101:    result = signed_A >>> B;     
            4'b0110:     result = A | B;
            4'b0111:    result = A & B;
            4'b1111:   result = B;
            default:        result = {WORD_SIZE{1'b0}};  
        endcase
    end
    assign zero = (result == {WORD_SIZE{1'b0}}) ? 1 : 0; 
endmodule
`timescale 1ns / 1ps
module ex_stage #(
    WORD_SIZE = 32,
    NUM_REGS = 32,
    NUM_WORDS = 1024,
    REG_SEL = $clog2(NUM_REGS),
    ADDR_SIZE = $clog2(NUM_WORDS)
    )(
    input [ADDR_SIZE - 1 : 0] pc,    
    input [WORD_SIZE - 1 : 0] data1,
    input [WORD_SIZE - 1 : 0] mem_forward1,
    input [WORD_SIZE - 1 : 0] wb_forward1,
    input [WORD_SIZE - 1 : 0] data2,
    input [WORD_SIZE - 1 : 0] mem_forward2,
    input [WORD_SIZE - 1 : 0] wb_forward2,
    input [WORD_SIZE - 1 : 0] immd,
    input [1 : 0] sel_forward1,
    input [1 : 0] sel_forward2,
    input [3:0] alu_op,
    input alu_src,
    input branch, 
    input jump,
    output zero,     
    output [ADDR_SIZE - 1 : 0] branch_target,    
    output [WORD_SIZE - 1 : 0] result,           
    output [WORD_SIZE - 1 : 0] write_data        
    );
    wire [WORD_SIZE - 1 : 0] alu1, alu2, alu_src2, alu_res;
    wire alu_zero;
    assign write_data = alu_src2;
    assign result = alu_res;
    assign branch_target = (branch || jump) ? (pc - 4) + (immd << 2) : (pc - 4);
    assign zero = (alu_op == 4'b0010 || alu_op == 4'b0011) ? alu_res : alu_zero;
    mux_3_to_1 #(
        .DATA_WIDTH(WORD_SIZE)
    ) data1_mux (
        .data0(data1),
        .data1(mem_forward1),
        .data2(wb_forward1),
        .sel(sel_forward1),
        .out(alu1)
    );
    mux_3_to_1 #(
        .DATA_WIDTH(WORD_SIZE)
    ) data2_mux (
        .data0(data2),
        .data1(mem_forward2),
        .data2(wb_forward2),
        .sel(sel_forward2),
        .out(alu_src2)
    );
    mux_2_to_1 #(
        .DATA_WIDTH(WORD_SIZE)
    ) alu_src_mux (
        .data0(alu_src2),
        .data1(immd),
        .sel(alu_src),
        .out(alu2)
    );
    alu alu(
        .alu_op(alu_op),
        .A(alu1),
        .B(alu2),
        .result(alu_res),
        .zero(alu_zero)
    );
endmodule
`timescale 1ns / 1ps
module mux_2_to_1 #(
    DATA_WIDTH = 32
    )(
        input [DATA_WIDTH - 1 : 0] data0,
        input [DATA_WIDTH - 1 : 0] data1,
        input sel,
        output reg [DATA_WIDTH - 1 : 0] out
    );
    always @(*) begin
        case (sel)
            1'b0: out = data0;
            1'b1: out = data1;
        endcase
    end
endmodule
`timescale 1ns / 1ps
module mux_3_to_1 #(
    DATA_WIDTH = 32
    )(
        input [DATA_WIDTH - 1 : 0] data0,
        input [DATA_WIDTH - 1 : 0] data1,
        input [DATA_WIDTH - 1 : 0] data2,
        input [1:0]sel,
        output reg [DATA_WIDTH - 1 : 0] out
    );
    always @(*) begin
        case (sel)
            2'b00: out = data0;
            2'b01: out = data1;
            2'b10: out = data2;
            default: out = {DATA_WIDTH{1'b0}};
        endcase
    end
endmodule
</file>
==> summary.txt <==
yosys + openroad results -> run status=complete, no violations, fin. max-slew vios=0, Netlist Area Pre-Place=13000 sq um, Pwr per Cell Area=25.5 nW/um^2, Iteration-0 DRC Markers=2899, P&R area growth vs syn=26.8%, Max Clk Rate=49.6 MHz, post-CTS sizing=0, # Cells Yosys=1990, Setup Buffers After CTS=0, wire length on met3=11.3 mm, DP Cell Count=2660, first-pass GRT wire length=116 mm, Max-Cap Viols=0, Die Area=33300 sq um, layout cells sized above 1=0.0656, FP Util=0.410, Final Util=0.520, HP Class=in -> out, Sequential Area=0 sq um, WP data required=25.44 ns, grt total ovfl=0, Psw=0.264 mW, Met2 Wirelength=34.0 mm, Post-Syn Area per Cell=6.56 sq um, GP Congestion=1.21, Slew Limit Headroom=0.0172, Yosys chip area=13000 sq um, worst setup path category=in -> out, post-DP HPWL=64.1 mm, # clk buffers=0, critical path cell sequence=clkdlybuf4s50_1 > buf_4 > nor2b_4 > o2bb2ai_1 > buf_4 > ha_1 > nor2b_1 > o311ai_0 > nand3_1 > and2_1 > o31ai_1 > mux2i_1 > a2111oi_0 > o211ai_1 > nor2_1 > or4b_1 > nor4_1 > or4b_1 > o41ai_2 > clkdlybuf4s50_1, unrepaired setup endpoints after global routing=false, Int Power=0.158 mW, per-cell routed wire length=30.5 um, xor+xnor area frac=0.0255, final-layout fill cell count=3066, Max FO, Critical Path=34, Core ar.=31800 sq um, post-layout min period=20.16 ns, YS warnings=3, critical path launch point type=input pin, Post-DRT Antenna Nets=0, Critical-path top delay cell=a2111oi_0, Simple Share, Synth=0.226, Tool Warnings=97, Setup Viol. Count Final=0, vias in the first global route=17300, crit share post-route=0.634, Cells after Synth=1990, Hold Fails Final Rpt=0, Multiplexer share=0.156, WP data arrival=13.80 ns, die width=183 um, GRT Total Usage=0.481, Lkg Pwr=6.77 nW, Seq/Total Area, Yosys=0, wirelength, routed=81.2 mm, flip-flops=0, VDD IR max=0.0119 mV, setup TNS=0 ns, final cell count without fillers=2663, pin count of the biggest net entering global routing=64, hold slack=12.72 ns, yosys adder share=0.106, AND-OR/OR-AND share of the synthesized area=0.391, 1st-pass router iterations=8, CP Capture Type=output pin, row count=65, antenna violations before repair=7, crit-path max cell delay=0.99 ns, Die H=183 um, Via density=7.03, actual slew at the worst max-slew pin=1.47 ns, DRC Markers=0, Post-CTS Hold Buffers=0, Max Used Layer=met5, most frequent logic cell in the layout=clkdlybuf4s50_1, Metal-1 WL=27.5 mm, I/O pin cnt=320, via count=18700, most common logic cells in the final layout=clkdlybuf4s50_1 (312), nor2_1 (227), mux2i_1 (175), nand2_1 (154), a21oi_1 (154), Largest logic family=AND-OR/OR-AND gates, port bufs=316, post-synthesis cell type count=101, sw frac=0.626
cells in the mapped netlist, types with 16 or more instances:
cell type  number  area share
nor3_1         39       0.015
xnor2_1        25       0.017
nor2_1        227       0.065
a21oi_1       154       0.059
buf_1          17      0.0049
buf_2          42       0.016
a22oi_1        16      0.0092
nand4_1        19      0.0091
nand3_1        46       0.018
nand2_1       154       0.044
o31ai_1        16      0.0092
ha_1          106        0.10
o21ai_0       131       0.050
nor2b_1        18      0.0086
inv_1         103       0.030
o211ai_1       38       0.022
mux2i_1       175        0.13
o22ai_1        84       0.040
clkbuf_1       73       0.021
o2bb2ai_1      34       0.023
o221ai_1       25       0.017
a31oi_1        22       0.011
a211oi_1       45       0.026
nand2b_1       29       0.014
per-stage QoR:
| stage | instance area [sq um] | setup slack, ns | power [mW] |
|---|---|---|---|
| after floorplan | 13000 | 13.60 | 0.230 |
| after global placement | 16500 | 11.99 | 0.399 |
| after detailed placement | 16500 | 11.89 | 0.397 |
| after CTS | 16500 | 11.88 | 0.399 |
| after global routing | 16500 | 11.44 | 0.438 |
| final | 16500 | 11.64 | 0.422 |
path summary, 6_finish.rpt:
| path | startpoint | endpoint | slack (ns) | depth (start not counted) |
|---|---|---|---|---|
| worst min-delay path | pc[0] | branch_target[0] | 12.72 | 0 |
| worst max-delay path | sel_forward1[0] | zero | 11.64 | 20 |
final cells by class:
type,instances,area (sq um),share of cell area
Antenna cell,3,7.51,0.000454
Inverter,114,438,0.0265
Multi-Input combinational cell,1717,11800,0.715
Tap cell,435,544,0.0329
Timing Repair Buffer,394,3730,0.225
kinds of logic after synthesis:
group | count (synthesis)
AOI/OAI and AO/OA | 749
and+or+nand+nor | 626
buffers and inverters | 273
muxes | 195
adders and majority gates | 109
xor gates and xnor gates | 38
critical path: cells and delay by family:
family                     cells  cell delay [ns]
buffers and inverters          4             1.46
and+or+nand+nor                8             2.91
AOI/OAI and AO/OA              6             2.75
adders and majority gates      1             0.19
muxes                          1             0.13
layer usage:
metal | track usage | up-vias
li1 | - | 8033
met1 | 0.549 | 8475
met2 | 0.735 | 1728
met3 | 0.156 | 482
met4 | 0.388 | 10
met5 | 0 | -
No activity file was given, so power comes from the tool's default toggle rates.
